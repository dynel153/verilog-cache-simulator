===== design/flow/config.mk =====
export PLATFORM = sky130hd
export DESIGN_NAME = cache_system_2way
export DESIGN_NICKNAME = cache_system_2way
export VERILOG_FILES = /design/flow/design.v
export SDC_FILE = /design/flow/constraint.sdc
export NUM_CORES = 4
export LEC_CHECK = 1
export CORE_UTILIZATION = 40

===== design/flow/constraint.sdc =====
current_design cache_system_2way

set clk_period 11.1
set clk_io_pct 0.2

create_clock -name clk0 -period $clk_period [get_ports {clk}]

set non_clock_inputs [all_inputs -no_clocks]
set_input_delay [expr $clk_period * $clk_io_pct] -clock clk0 $non_clock_inputs
set_output_delay [expr $clk_period * $clk_io_pct] -clock clk0 [all_outputs]

===== design/flow/design.v =====
`timescale 1ns/1ps
module cache_system_2way #(
    parameter ADDR_WIDTH = 11,
    parameter DATA_WIDTH = 32,   
    parameter L1_BLOCK_SIZE  = 16,
    parameter L1_CACHE_SIZE  = 256,
    parameter L1_NUM_WAYS    = 2,
    parameter L1_NUM_SETS    = L1_CACHE_SIZE / (L1_BLOCK_SIZE * L1_NUM_WAYS),
    parameter L1_INDEX_WIDTH = clog2(L1_NUM_SETS),
    parameter L1_OFFSET_WIDTH= clog2(L1_BLOCK_SIZE),
    parameter L1_TAG_WIDTH   = ADDR_WIDTH - L1_INDEX_WIDTH - L1_OFFSET_WIDTH,
    parameter L2_BLOCK_SIZE  = 16,
    parameter L2_CACHE_SIZE  = 512,
    parameter L2_NUM_WAYS    = 2,
    parameter L2_NUM_SETS    = L2_CACHE_SIZE / (L2_BLOCK_SIZE * L2_NUM_WAYS),
    parameter L2_INDEX_WIDTH = clog2(L2_NUM_SETS),
    parameter L2_OFFSET_WIDTH= clog2(L2_BLOCK_SIZE),
    parameter L2_TAG_WIDTH   = ADDR_WIDTH - L2_INDEX_WIDTH - L2_OFFSET_WIDTH
)(
    input clk,                                       
    input rst,                                       
    input [ADDR_WIDTH-1:0] addr,                     
    input read,                                      
    output reg [DATA_WIDTH-1:0] read_data,           
    output reg l1_hit,                               
    output reg l2_hit                                
);
    function integer clog2;
        input integer value;
        integer i;
        begin
            clog2 = 0;
            for (i = value - 1; i > 0; i = i >> 1)
                clog2 = clog2 + 1;
        end
    endfunction
    function integer lru_select;
        input bit_val;
        begin
            if (bit_val) lru_select = 0;
            else lru_select = 1;
        end
    endfunction
    wire [L1_TAG_WIDTH-1:0]   l1_tag   = addr[ADDR_WIDTH-1 -: L1_TAG_WIDTH];
    wire [L1_INDEX_WIDTH-1:0] l1_index = addr[L1_OFFSET_WIDTH +: L1_INDEX_WIDTH];
    wire [L2_TAG_WIDTH-1:0]   l2_tag   = addr[ADDR_WIDTH-1 -: L2_TAG_WIDTH];
    wire [L2_INDEX_WIDTH-1:0] l2_index = addr[L2_OFFSET_WIDTH +: L2_INDEX_WIDTH];
    reg [DATA_WIDTH-1:0]    l1_data [0:L1_NUM_SETS-1][0:L1_NUM_WAYS-1];
    reg [L1_TAG_WIDTH-1:0]  l1_tags [0:L1_NUM_SETS-1][0:L1_NUM_WAYS-1];
    reg                     l1_valid[0:L1_NUM_SETS-1][0:L1_NUM_WAYS-1];
    reg                     l1_lru  [0:L1_NUM_SETS-1];  
    reg [DATA_WIDTH-1:0]    l2_data [0:L2_NUM_SETS-1][0:L2_NUM_WAYS-1];
    reg [L2_TAG_WIDTH-1:0]  l2_tags [0:L2_NUM_SETS-1][0:L2_NUM_WAYS-1];
    reg                     l2_valid[0:L2_NUM_SETS-1][0:L2_NUM_WAYS-1];
    reg                     l2_lru  [0:L2_NUM_SETS-1];  
    integer i, j, w;
    reg [DATA_WIDTH-1:0] mem_data;
    always @(posedge clk or posedge rst) begin
        if (rst) begin
            for (i = 0; i < L1_NUM_SETS; i = i + 1) begin
                l1_lru[i] <= 0;
                for (j = 0; j < L1_NUM_WAYS; j = j + 1) begin
                    l1_valid[i][j] <= 0;
                    l1_data[i][j]  <= 0;
                    l1_tags[i][j]  <= 0;
                end
            end
            for (i = 0; i < L2_NUM_SETS; i = i + 1) begin
                l2_lru[i] <= 0;
                for (j = 0; j < L2_NUM_WAYS; j = j + 1) begin
                    l2_valid[i][j] <= 0;
                    l2_data[i][j]  <= 0;
                    l2_tags[i][j]  <= 0;
                end
            end
            l1_hit <= 0;
            l2_hit <= 0;
            read_data <= 0;
        end else if (read) begin
            l1_hit <= 0;
            l2_hit <= 0;
            read_data <= 0;
            for (w = 0; w < L1_NUM_WAYS; w = w + 1) begin
                if (l1_valid[l1_index][w] && l1_tags[l1_index][w] == l1_tag) begin
                    l1_hit <= 1;
                    read_data <= l1_data[l1_index][w];
                    l1_lru[l1_index] <= ~w;  
                end
            end
            if (!l1_hit) begin
                for (w = 0; w < L2_NUM_WAYS; w = w + 1) begin
                    if (l2_valid[l2_index][w] && l2_tags[l2_index][w] == l2_tag) begin
                        l2_hit <= 1;
                        read_data <= l2_data[l2_index][w];
                        j = lru_select(l1_lru[l1_index]);
                        l1_data[l1_index][j] <= l2_data[l2_index][w];
                        l1_tags[l1_index][j] <= l1_tag;
                        l1_valid[l1_index][j] <= 1;
                        l1_lru[l1_index] <= ~j;
                    end
                end
                if (!l2_hit) begin
                    mem_data = 32'h000003F3;  
                    j = lru_select(l2_lru[l2_index]);
                    l2_data[l2_index][j] <= mem_data;
                    l2_tags[l2_index][j] <= l2_tag;
                    l2_valid[l2_index][j] <= 1;
                    l2_lru[l2_index] <= ~j;
                    j = lru_select(l1_lru[l1_index]);
                    l1_data[l1_index][j] <= mem_data;
                    l1_tags[l1_index][j] <= l1_tag;
                    l1_valid[l1_index][j] <= 1;
                    l1_lru[l1_index] <= ~j;
                    read_data <= mem_data;
                end
            end
        end
    end
endmodule

===== design/flow/run.sh =====
#!/bin/bash
# OpenROAD 26Q1-2900-gdf79404cd8, Yosys 0.63+post, stock flow scripts
make -C /OpenROAD-flow-scripts/flow DESIGN_CONFIG=/design/flow/config.mk WORK_HOME=/design/flow/orfs finish

==> flow_summary_export.csv <==
group,metric,value,unit
placement,post-place-ws,3.28,ns
power_and_ir_drop,sequentialPowerShare,47.5,%
synthesis,synth.cell_area,32500,um^2
routing,ant_nets,0,
synthesis,yosys_area,32500,um^2
routing,antenna_cells,0,
synthesis,ys_cells,2639,
worst_setup_path,critical_path.top_delay_family,"buffers and inverters",
worst_setup_path,cp.arrival,7.80,ns
synthesis,ys_warn_count,9,
power_and_ir_drop,peakVddDrop,0.000106,V
final_timing,max_freq,137,MHz
synthesis,edf_count,0,
clock_network,cts_buffer_depth,3,
worst_setup_path,max_stage_delay,0.69,ns
final_timing,skew,0.0238,ns
floorplanning,top_level_ports,48,
final_timing,slew_viol_final,0,
synthesis,synth_flops,778,
worst_setup_path,required,11.60,ns
clock_network,post_cts_buffers,0,
clock_network,htreeDepth,3,
worst_hold_path,hp-class,"flip-flop to flip-flop",
clock_network,cts_buffers,79,
worst_hold_path,min_path_cells,0,
run,cap_violations,0,
global_route,grt_max_degree,138,
layout,area_delta_synth_final,12.3,%
global_route,grt_pass1_vias,22200,
placement,dp_hpwl,50.9,mm
synthesis,async_reset_ff_share,100,%
routing,drt_iter0_drc,1408,
floorplanning,rows,104,
worst_setup_path,start_kind,"primary input",
routing,wire_per_inst,23.8,um
synthesis,synth_cell_types,85,
global_route,grt-ovfl-total,0,
worst_setup_path,cp_slowest_cell,"and2_0",
power_and_ir_drop,p_int,5.48,mW
run,warning_count,34,
final_timing,max-slew-margin-rel,38.0,%
floorplanning,die_x,287,um
final_timing,setup-violations-final,0,
routing,via_per_inst,5.60,
final_timing,rsz0062_at_grt,"no",
final_timing,hold_viol,0,
final_timing,tns,0,ns
clock_network,clk_latency,0.64,ns
layout,drive_above_1_share,17.7,%
routing,drc,0,
synthesis,ys_seq_share,59.9,%
worst_setup_path,crit_top_cell,"buf_4",
global_route,antenna_found_initial,3,
clock_network,clk_pin_slew,0.06,ns
floorplanning,die-area,82400,um^2
clock_network,ctsResizeCount,0,
worst_setup_path,reg2reg_depth,11,
placement,port_buffers,43,
power_and_ir_drop,power_frac_comb,13.7,%
power_and_ir_drop,p_clk_share,38.8,%
final_timing,worst_pin_slew,0.926,ns
final_timing,final.period_utilization,65.7,%
routing,vias,20900,
placement,routabilityCongestion,0.889,
synthesis,synth_cells,2639,
clock_network,cts_tree,"built",
placement,place_inst,3592,
worst_setup_path,path_cells,"buf_4 -> buf_4 -> and2_0 -> buf_4 -> nand2_1 -> o221ai_1 -> nor3_1 -> xnor2_1 -> nand4_1 -> a21oi_4 -> buf_4 -> nand3_2 -> buf_4 -> mux2_4",
global_route,grt_use_total,23.1,%
power_and_ir_drop,cellPowerDensity,201,nW/um^2
floorplanning,die_y,287,um
worst_setup_path,cp_max_fo,39,
clock_network,cts_root_buf,"clkbuf_16",
power_and_ir_drop,power.switching,1.86,mW
routing,wl,88.9,mm
layout,fin_cells,3734,
worst_setup_path,cp.buffers_inverters,5,
global_route,grt_pass1_wl,138,mm
final_timing,worst_slack,3.80,ns
clock_network,cts_sinks,778,
worst_setup_path,cp-end-kind,"flip-flop",
power_and_ir_drop,power.share.switching,25.3,%
power_and_ir_drop,p_leak,16.5,nW
floorplanning,core,80400,um^2
worst_setup_path,cp.depth,14,
worst_setup_path,crit_type,"primary input to flip-flop",
synthesis,synthFlopType,"dfrtp_1",
routing,drt_pre_antenna_iters,7,
synthesis,syn_avg_cell_area,12.3,um^2
clock_network,holdBufCountCts,0,
status,outcome,"finished clean",
floorplanning,fp-utilization,40.4,%
final_timing,min_period,7.30,ns
[cells in the mapped netlist (all sizes together), types with 23 or more instances]
cell type | instances | area (um^2)
nand3 | 26 | 215
a221o | 23 | 230
nor2b | 33 | 206
and2 | 358 | 2240
nand2b | 162 | 1020
o21ai | 83 | 415
nor2 | 80 | 305
dfrtp | 778 | 19500
mux2 | 184 | 2160
mux2i | 51 | 510
a22o | 43 | 377
inv | 25 | 93.8
or2 | 27 | 169
nand2 | 96 | 377
o2bb2ai | 30 | 263
a21oi | 74 | 397
a22oi | 95 | 713
a31oi | 44 | 275
a221oi | 52 | 468
clkbuf | 128 | 482
buf | 86 | 637
[logic make-up (layout without fill, tap and decap cells)]
group | count (synthesis) | in the layout | synth area share, %
AND-OR/OR-AND | 534 | 534 | 12.0
XOR/XNOR | 11 | 11 | 0.296
buffers and inverters | 241 | 276 | 3.75
flip-flops | 778 | 778 | 59.9
multiplexers | 247 | 247 | 9.04
AND/OR/NAND/NOR | 828 | 828 | 15.1
[layout by cell type (no fill, tap or decap), types with 36 or more instances in the layout]
cell type	count
a22oi_1	95
mux2_2	160
clkbuf_16	81
and2_1	357
buf_4	64
nand2_1	95
clkdlybuf4s50_1	36
a21oi_1	71
nor2_1	78
dfrtp_1	778
nand2b_1	161
o21ai_0	81
a221oi_1	50
a22o_1	43
a31oi_1	44
mux2i_1	51
[stage by stage]
stage                     utilization (%)  hold WS [ns]  instance area (um^2)  power (mW)
after detailed placement             41.9         0.363                 33700        4.53
after global placement               41.9         0.360                 33700        4.49
final                                45.4         0.374                 36500        7.34
after global routing                 45.4         0.381                 36500        7.65
after floorplan                         -         0.424                 32500        4.24
after CTS                            45.4         0.376                 36500        7.39
[worst register-to-register path, delay by kind of cell, from the launching register on]
kind	cells	cell delay (ns)
flops	1	0.37
buf+inv	2	0.97
simple gates	4	1.31
xor+xnor	1	0.18
mux	2	0.60
compound gates	2	0.74
[metal layers]
layer | GRT usage, % | share of wire (%) | vias to the layer above
li1 | - | - | 9244
met1 | 33.5 | 42 | 10700
met2 | 33.9 | 45 | 782
met3 | 9.21 | 10 | 162
met4 | 5.48 | 2.8 | 4
met5 | 0 | 0.024 | -
[worst paths after layout]
kind | startpoint | to | slack, ns
setup / recovery | addr[4] | l1_tags[9][1] | 3.80
hold / removal | l2_lru[11] | l2_lru[11] | 0.37
setup reg to reg | l2_tags[31][1] | l1_tags[9][1] | 6.81
hold reg to reg | l2_lru[11] | l2_lru[11] | 0.37
max in group asynchronous | rst | l1_data[8][19] | 6.44
min in group asynchronous | rst | l1_data[2][21] | 2.21
[registers in the layout, summed over array words and instances (netlist names)]
register and count:
l1_data 512, l1_hit 1, l1_lru 8, l1_tags 64, l1_valid 16, l2_data 19
l2_hit 1, l2_lru 16, l2_tags 96, l2_valid 13, read_data 32
[final cells by class]
type | instances | area [um^2]
fillers | 6943 | 43900
flip-flops and latches | 778 | 19500
multi-input cells | 1620 | 11900
clock buffers | 119 | 2410
well taps | 1060 | 1330
repair buffers | 107 | 921
clock inverters | 23 | 412
inverters | 27 | 105
[power groups by stage]
stage | Sequential, mW | Combinational, mW | Clock [mW]
final | 3.49 | 1.01 | 2.84
after CTS | 3.48 | 1.01 | 2.89
after global routing | 3.54 | 1.10 | 3.00
Power is estimated from default activity; no workload was simulated.
