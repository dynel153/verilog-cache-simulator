File: ./run.sh
#!/bin/bash
# OpenROAD 26Q1-2900-gdf79404cd8, Yosys 0.63+post, stock flow scripts
make -C /OpenROAD-flow-scripts/flow DESIGN_CONFIG=/design/flow/config.mk WORK_HOME=/design/flow/orfs finish
File: ./config.mk
export PLATFORM = sky130hd
export DESIGN_NAME = cache_system_direct
export DESIGN_NICKNAME = cache_system_direct
export VERILOG_FILES = /design/flow/design.v
export SDC_FILE = /design/flow/constraint.sdc
export NUM_CORES = 4
export LEC_CHECK = 1
export CORE_UTILIZATION = 40
File: ./constraint.sdc
current_design cache_system_direct

set clk_period 3.4
set clk_io_pct 0.2

create_clock -name clk0 -period $clk_period [get_ports {clk}]

set non_clock_inputs [all_inputs -no_clocks]
set_input_delay [expr $clk_period * $clk_io_pct] -clock clk0 $non_clock_inputs
set_output_delay [expr $clk_period * $clk_io_pct] -clock clk0 [all_outputs]
File: ./design.v
`timescale 1ns / 1ps
module cache_direct (
    input clk,                     
    input rst,                     
    input read,                    
    input [10:0] addr,             
    output reg [31:0] read_data,   
    output reg hit                 
);
    localparam BLOCKS = 16;        
    localparam TAG_WIDTH = 3;      
    reg [TAG_WIDTH-1:0] tag_array [0:BLOCKS-1];  
    reg valid_array [0:BLOCKS-1];                
    wire [3:0] index = addr[7:4];               
    wire [TAG_WIDTH-1:0] tag = addr[10:8];      
    integer i;
    always @(posedge clk) begin
        if (rst) begin
            for (i = 0; i < BLOCKS; i = i + 1) begin
                valid_array[i] <= 0;            
                tag_array[i] <= 0;              
            end
            hit <= 0;
            read_data <= 0;
        end else if (read) begin
            if (valid_array[index] && tag_array[index] == tag) begin
                hit <= 1'b1;
                read_data <= 32'h000003F3;      
            end else begin
                hit <= 1'b0;
                read_data <= 32'h000003F3;      
                tag_array[index] <= tag;        
                valid_array[index] <= 1'b1;     
            end
        end
    end
endmodule
`timescale 1ns / 1ps
module cache_directl2 (
    input clk,                     
    input rst,                     
    input read,                    
    input [10:0] addr,             
    output reg [31:0] read_data,   
    output reg hit                 
);
    localparam BLOCKS = 16;        
    localparam TAG_WIDTH = 2;      
    reg [TAG_WIDTH-1:0] tag_array [0:BLOCKS-1];   
    reg valid_array [0:BLOCKS-1];                
    wire [3:0] index = addr[8:5];                
    wire [TAG_WIDTH-1:0] tag = addr[10:9];       
    integer i;
    always @(posedge clk) begin
        if (rst) begin
            for (i = 0; i < BLOCKS; i = i + 1) begin
                valid_array[i] <= 0;
                tag_array[i] <= 0;
            end
            hit <= 0;
            read_data <= 0;
        end else if (read) begin
            if (valid_array[index] && tag_array[index] == tag) begin
                hit <= 1;
                read_data <= {21'b0, addr};      
            end else begin
                hit <= 0;
                tag_array[index] <= tag;         
                valid_array[index] <= 1;         
                read_data <= 32'h000003F3;       
            end
        end
    end
endmodule
`timescale 1ns/1ps
module cache_system_direct #(
    parameter ADDR_WIDTH = 11,               
    parameter DATA_WIDTH = 32                
)(
    input  wire                   clk,        
    input  wire                   rst,        
    input  wire                   read,       
    input  wire [ADDR_WIDTH-1:0] addr,        
    output reg  [DATA_WIDTH-1:0] read_data,   
    output reg                   l1_hit,      
    output reg                   l2_hit       
);
    wire [DATA_WIDTH-1:0] l1_data_out;        
    wire [DATA_WIDTH-1:0] l2_data_out;        
    wire l1_valid, l2_valid;                  
    cache_direct l1 (
        .clk(clk),
        .rst(rst),
        .read(read),
        .addr(addr),
        .read_data(l1_data_out),
        .hit(l1_valid)
    );
    cache_directl2 l2 (
        .clk(clk),
        .rst(rst),
        .read(read),
        .addr(addr),
        .read_data(l2_data_out),
        .hit(l2_valid)
    );
    always @(posedge clk or posedge rst) begin
        if (rst) begin
            l1_hit    <= 0;
            l2_hit    <= 0;
            read_data <= 0;
        end else if (read) begin
            if (l1_valid) begin
                l1_hit    <= 1;
                l2_hit    <= 0;
                read_data <= l1_data_out;
            end else if (l2_valid) begin
                l1_hit    <= 0;
                l2_hit    <= 1;
                read_data <= l2_data_out;
            end else begin
                l1_hit    <= 0;
                l2_hit    <= 0;
                read_data <= 32'hCAFEBABE;   
            end
        end
    end
endmodule
==> flow_metrics.py <==
# Physical implementation metrics
metrics = {
    "drt": {
        "wire_per_inst_um": 18.1,
        "remaining_drc_errors": 0,
        "detail-route-antenna-nets": 0,
        "route.final.wire_length_mm": 16.3,
        "drtPass1Iterations": 5,
        "routed_via_density": 5.61,
        "routed-via-count": 5063,
        "route.antenna.diode_count": 0,
        "dr.first_iter.drc_count": 331,
    },
    "timing": {
        "timing.final.hold_violations": 0,
        "max-slew-margin-rel": 0.583,
        "min_period_over_period": 0.937,
        "worst_slack_ns": 0.214,
        "hold_ws_ns": 0.461,
        "min_period_ns": 3.19,
        "timing.final.max_slew_violations": 0,
        "report.final.setup_viol": 0,
        "achievable-frequency_mhz": 314,
        "rsz_0062_raised_after_global_routing": "false",
        "final.setup_skew_ns": 0.00547,
        "transition_at_the_pin_with_the_smallest_max_transition_slack_ns": 0.624,
    },
    "layout": {
        "most-common-layout-cells": "edfxtp_1 (80), nor3_1 (79), buf_4 (67)",
        "layout-drive-gt1-share": 0.210,
        "area_growth_syn_to_layout_pct": 22.6,
        "layout.cells.most_common": "edfxtp_1",
    },
    "global_routing": {
        "globalRouteMet3Util": 0.0726,
        "number_of_antenna_violations_at_the_first_check_in_global_routing": 0,
        "wire_length_of_the_first_global_routing_pass_mm": 26.6,
        "globalRoute.totalOverflow": 0,
        "gr-max-usage-layer": "met2",
        "maximum_number_of_pins_on_one_net_before_global_route_repair": 54,
        "via_count_of_the_first_global_routing_pass": 5068,
        "global_route.usage.met1": 0.308,
        "grt.total_usage": 0.206,
        "met2_usage": 0.310,
    },
    "power_and_ir_drop": {
        "static-leakage-power_nw": 2.98,
        "vdd_ir_drop_max_mv": 0.362,
        "pwr_density_cell_nw_per_um2": 494,
    },
    "placed_design": {
        "post-dp-hpwl_mm": 11.2,
        "routability_driven_placement_congestion_ratio": 0.894,
        "port-buffer-count": 41,
        "dpl_worst_slack_ns": -0.203,
    },
    "clocking": {
        "clkSinkCount": 140,
        "clk_path_buf_depth": 2,
        "clk_root_buffer_cell": "clkbuf_16",
        "cts_tree": "yes",
        "worst_skew_pair.late_latency_ns": 0.41,
        "numCtsBuffers": 17,
        "htreeDepth": 4,
        "path_clk_slew_ns": 0.06,
        "holdBufCountCts": 0,
    },
    "yosys": {
        "synthesis.instances": 610,
        "yosys-top-cells-area": "edfxtp_1 (35%), dfxtp_1 (14%), mux4_2 (6.6%)",
        "synth_top_flop_cell": "edfxtp_1",
        "yosys.stat.seqShare": 0.541,
        "post-synth-top-area-fraction": 0.354,
        "yosys_cells": 610,
        "postSynthAreaPerCell_um2": 11.1,
        "syn-cell-area_um2": 6790,
        "synth.lib_cells_used.distinct": 47,
        "synth_flops": 140,
        "async_flop_share": 0.100,
        "ys_area_um2": 6790,
        "synth.yosys.warnings": 3,
        "post-synth-top-area-cell": "edfxtp_1",
        "edf_count": 80,
    },
    "worst_setup_path": {
        "critical_path.startpoint_type": "input port",
        "cp_max_fo": 18,
        "arrival_ns": 3.32,
        "worst_setup_path_end_kind": "flip-flop",
        "setup.worst_path.class": "in2reg",
        "worst-endpoint-required_ns": 3.53,
    },
    "die": {
        "chip_area_um2": 17500,
        "initCoreUtil": 0.409,
        "placeableCoreArea_um2": 16600,
        "rows": 47,
        "die_y_um": 132,
        "io-pin-count": 48,
        "die_w_um": 132,
    },
    "run": {
        "log.warning_count": 25,
        "maxCapViolCount": 0,
    },
    "min_path": {
        "hp-class": "reg2reg",
    },
    "run_status": {
        "run_status": "complete, no violations",
    },
}
==> registers in the layout (all words and copies together), names as in the netlist, 11 cells and up <==
signal,flops
l1.tag_array,48
l1.valid_array,16
l2.read_data,11
l2.tag_array,32
l2.valid_array,16
read_data,12
==> cells by family (layout without fill, tap and decap cells) <==
kind of cell,Yosys count,in the layout,share of synthesized area
other cells,1,6,0.000553
simple gates,195,195,0.136
xor+xnor,7,7,0.00904
flops,140,140,0.541
mux,45,45,0.106
compound gates,114,114,0.134
buf+inv,108,175,0.0736
==> area by class of cell <==
cell class	instances	area [um^2]
clock inverters	10	85.1
fillers	1412	8270
inverters	29	109
well taps	220	275
repair buffers	114	1020
multi-input cells	367	2650
clock buffers	22	499
flip-flops and latches	140	3670
==> worst max-delay path, cell delays in order <==
cell	delay [ns]
clkdlybuf4s50_1	0.48
buf_4	0.18
mux4_2	0.52
mux2i_1	0.21
xnor2_1	0.09
a22oi_1	0.29
a2111oi_4	0.06
buf_4	0.23
o41ai_1	0.39
buf_4	0.19
==> final timing paths <==
check                                                   from                           endpoint  slack [ns]  cells past startpoint
max                                                  addr[4]  l1.tag_array[11][2]$_SDFFCE_PN0P_        0.21                     10
min                                l2.valid_array[6]$_DFF_P_          l2.valid_array[6]$_DFF_P_        0.46                      1
max reg2reg                l1.tag_array[14][1]$_SDFFCE_PN0P_  l1.tag_array[11][2]$_SDFFCE_PN0P_        0.80                      8
min reg2reg                        l2.valid_array[6]$_DFF_P_          l2.valid_array[6]$_DFF_P_        0.46                      1
max in group asynchronous                                rst           read_data[9]$_DFFE_PP0P_        2.22                      3
min in group asynchronous                                rst           read_data[6]$_DFFE_PP0P_        0.72                      2
==> per-stage QoR <==
| stage | std cells | total power (W) | utilization | setup TNS [ns] | area, um^2 |
|---|---|---|---|---|---|
| after CTS | 902 | 0.00414 | 0.501 | 0 | 8310 |
| after detailed placement | 870 | 0.00236 | 0.466 | -12.67 | 7730 |
| after global placement | 870 | 0.00236 | 0.466 | -11.96 | 7730 |
| after global routing | 902 | 0.00426 | 0.501 | 0 | 8320 |
| after floorplan | 615 | 0.00219 | - | 0 | 6800 |
| final | 902 | 0.00411 | 0.501 | 0 | 8320 |
==> repair_timing <==
item,in CTS,in global routing
buffers inserted,0,0
gates resized,0,1
setup endpoints to repair,0,3
==> per-layer routing <==
layer	vias up	wire, um	part of all wire
met2	165	7670	0.47
li1	2412	-	-
met4	0	256	0.016
met5	-	0	0
met3	22	1220	0.075
met1	2464	7140	0.44
==> power by group <==
part           switching [W]  internal [W]
Combinational       0.000238      0.000194
Sequential         0.0000305       0.00187
Clock               0.000664       0.00111
==> cell usage after synthesis, types with 3 or more instances <==
master      n
nand2b_1    6
a21oi_1     9
a211oi_1    4
nor2b_1     7
o21ai_0     8
nor3_1     79
dfrtp_1    14
a22o_1     10
xnor2_1     3
o2bb2ai_1   7
a311oi_1    6
inv_1      26
mux2i_1    12
a32o_1      8
mux2_2     13
o211ai_1    5
mux4_2     20
xor2_1      4
clkbuf_1   43
o22ai_1     6
o32ai_1    11
nor2_1     34
buf_2      15
nand3_1    15
dfxtp_1    46
and2_1      3
edfxtp_1   80
nand2_1    41
o31ai_1    24
buf_4      20
o41ai_1     8
Power and IR drop assume default switching activity.
